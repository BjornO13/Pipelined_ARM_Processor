==> flow/design.v <==
`timescale 1ns/10ps
module addOperation (a, b, sum, overflow, cout);
	input logic [63:0] a, b;
	output logic [63:0] sum;
	output logic overflow;
	output logic cout;
	logic [63:0] currCout;
	fullAdder add0 (a[0], b[0], 0, currCout[0], sum[0]);
	genvar i;
	generate
		for(i=1; i<64; i=i+1) begin : addEachBit
			fullAdder add1 (a[i], b[i], currCout[i-1], currCout[i], sum[i]);
		end
	endgenerate
	overflow msbOverflow (currCout[62], currCout[63], overflow);
	or #0.05 (cout, currCout[63], 1'b0);
endmodule
`timescale 1ns/10ps
module alu(A, B, cntrl, result, negative, zero, overflow, carry_out);
	input logic [63:0] A, B;
	input logic [2:0] cntrl;
	output logic [63:0] result;
	output logic negative, zero, overflow, carry_out;
	logic [63:0] addresult;
	logic [63:0] subresult;
	logic [63:0] andresult;
	logic [63:0] orresult;
	logic [63:0] xorresult;
	logic [63:0] bresult;
	logic addover, subover;
	logic addcout, subcout;
	logic x1, x2;
	addOperation add (A, B, addresult, addover, addcout);
	subOperation sub (A, B, subresult, subover, subcout);
	andOperation aNd (A, B, andresult);
	orOperation oR (A, B, orresult);
	xorOperation xOr (A, B, xorresult);
	genvar j;
	generate
		for(j=0; j<64; j++) begin : eachBuf
			buf #0.05 (bresult[j], B[j]);
		end
	endgenerate
	genvar i;
	generate
		for(i=0; i<64; i++) begin : eachComp
			mux8to1 mux1 (bresult[i], x1, addresult[i], subresult[i], 
							  andresult[i], orresult[i], xorresult[i], x2, 
							  cntrl, result[i]);
		end
	endgenerate
	zero z1 (result, zero);
	assign negative = result[63];
	mux2to1 mux2 (addover, subover, cntrl[0], overflow);
	mux2to1 mux3 (addcout, subcout, cntrl[0], carry_out);
endmodule 
`timescale 1ns/10ps
module andOperation (a, b, result);
	input logic [63:0] a, b;
	output logic [63:0] result;
	genvar i;
	generate
		for (i=0; i<64; i++) begin : andOp
			and #0.05 (result[i], a[i], b[i]);
		end
	endgenerate
endmodule
`timescale 1ns/10ps
module fullAdder (a, b, cin, cout, sum);
	input logic a, b, cin;
	output logic cout, sum;
	logic acin;
	logic bcin;
	logic ab;
	and (acin, a, cin);
	and (bcin, b, cin);
	and (ab, a, b);
	or #0.05 (cout, acin, bcin, ab);
	xor #0.05 (sum, a, b, cin);
endmodule 
`timescale 1ns/10ps
module mux2to1 (data1, data2, readreg, dataout);
	input logic data1, data2;
	input logic readreg;
	output dataout;
	logic notreadreg;
	logic a, b;
	not #0.05 (notreadreg, readreg);
	and #0.05 (a, notreadreg, data1);
	and #0.05 (b, readreg, data2);
	or #0.05 (dataout, a, b);
endmodule  
module mux8to1 (data0, data1, data2, data3, data4, data5,
					 data6, data7, select, out);
	input logic data0, data1, data2, data3, data4, data5, data6, data7;
	input logic [2:0] select;
	output logic out;
	logic data10, data11, data12, data13;
	logic data20, data21;
	mux2to1 mux10 (data0, data1, select[0], data10);
	mux2to1 mux11 (data2, data3, select[0], data11);
	mux2to1 mux12 (data4, data5, select[0], data12);
	mux2to1 mux13 (data6, data7, select[0], data13);
	mux2to1 mux20 (data10, data11, select[1], data20);
	mux2to1 mux21 (data12, data13, select[1], data21);
	mux2to1 mux3 (data20, data21, select[2], out);
endmodule
`timescale 1ns/10ps
module orOperation (a, b, result);
	input logic [63:0] a, b;
	output logic [63:0] result;
	genvar i;
	generate
		for (i=0; i<64; i++) begin : orOp
			or #0.05 (result[i], a[i], b[i]);
		end
	endgenerate
endmodule
`timescale 1ns/10ps
module overflow (cin, cout, isOverflow);
	input logic cin, cout;
	output logic isOverflow;
	xor #0.05 (isOverflow, cin, cout);
endmodule 
`timescale 1ns/10ps
module subOperation (a, b, sum, overflow, cout);
	input logic [63:0] a, b;
	output logic [63:0] sum;
	output logic overflow;
	output logic cout;
	logic [63:0] currCout;
	logic [63:0] bInverted;
	genvar j;
	generate 
		for(j=0; j<64; j++) begin : eachInvert
			not #0.05 (bInverted[j], b[j]);
		end
	endgenerate
	fullAdder add0 (a[0], bInverted[0], 1, currCout[0], sum[0]);
	genvar i;
	generate
		for(i=1; i<64; i=i+1) begin : addEachBit
			fullAdder add1 (a[i], bInverted[i], currCout[i-1], currCout[i], sum[i]);
		end
	endgenerate
	overflow msbOverflow (currCout[62], currCout[63], overflow);
	or #0.05 (cout, currCout[63], 1'b0);
endmodule 
`timescale 1ns/10ps
module xorOperation (a, b, result);
	input logic [63:0] a, b;
	output logic [63:0] result;
	genvar i;
	generate
		for (i=0; i<64; i++) begin : xorOp
			xor #0.05 (result[i], a[i], b[i]);
		end
	endgenerate
endmodule 
`timescale 1ns/10ps
module zero (data, isZero);
	input logic [63:0] data;
	output logic isZero;
	logic [31:0] data1;
	logic [15:0] data2;
	logic [7:0] data3;
	logic [3:0] data4;
	logic [1:0] data5;
	logic isNotZero;
	genvar i;
	generate
		for(i=0; i<63; i=i+2) begin : eachOr1
			or #0.05 (data1[i/2], data[i], data[i+1]);
		end
	endgenerate
	generate
		for(i=0; i<31; i=i+2) begin : eachOr2
			or #0.05 (data2[i/2], data1[i], data1[i+1]);
		end
	endgenerate
	generate
		for(i=0; i<15; i=i+2) begin : eachOr3
			or #0.05 (data3[i/2], data2[i], data2[i+1]);
		end
	endgenerate
	generate
		for(i=0; i<7; i=i+2) begin : eachOr4
			or #0.05 (data4[i/2], data3[i], data3[i+1]);
		end
	endgenerate
	generate
		for(i=0; i<3; i=i+2) begin : eachOr5
			or #0.05 (data5[i/2], data4[i], data4[i+1]);
		end
	endgenerate
	or #0.05 (isNotZero, data5[0], data5[1]);
	not #0.05 (isZero, isNotZero);
endmodule 
==> flow/run.sh <==
#!/bin/bash
# OpenROAD 26Q1-2900-gdf79404cd8, Yosys 0.63+post, stock flow scripts
make -C /OpenROAD-flow-scripts/flow DESIGN_CONFIG=/design/flow/config.mk WORK_HOME=/design/flow/orfs finish
==> flow/config.mk <==
export PLATFORM = sky130hd
export DESIGN_NAME = alu
export DESIGN_NICKNAME = alu
export VERILOG_FILES = /design/flow/design.v
export SDC_FILE = /design/flow/constraint.sdc
export NUM_CORES = 4
export LEC_CHECK = 1
export CORE_UTILIZATION = 30
==> flow/constraint.sdc <==
current_design alu

set clk_period 25.0
set clk_io_pct 0.2

create_clock -name clk0 -period $clk_period

set non_clock_inputs [all_inputs -no_clocks]
set_input_delay [expr $clk_period * $clk_io_pct] -clock clk0 $non_clock_inputs
set_output_delay [expr $clk_period * $clk_io_pct] -clock clk0 [all_outputs]
==> flow_metrics.env <==
# implementation run metrics
export IMPL_outcome="finished, violations left"
export IMPL_violations="negative setup slack"
export IMPL_place_area_um2=11200
export IMPL_synth_seq_share_pct=0
export IMPL_topCellsByArea="fa_1, ha_1, mux2i_1"
export IMPL_rsz0062_at_grt="yes"
export IMPL_yosys_area_top_type="fa_1"
export IMPL_slew_headroom_pct=49.0
export IMPL_synth_area_um2=8330
export IMPL_ir_worst_vdd_mv=0.00944
export IMPL_grt_usage_pct=17.5
export IMPL_synthCells=863
export IMPL_ys_cells=863
export IMPL_finalWirelength_mm=23.8
export IMPL_crit_path_top_delay_cell="fa_2"
export IMPL_min_delay_path_class="input pin to primary output"
export IMPL_wl_per_cell_um=16.7
export IMPL_grt_max_degree=67
export IMPL_worst_path_most_repeated_cell="fa_2"
export IMPL_drt_iter0_drc=261
export IMPL_tightestPinTransition_ns=0.765
export IMPL_setup_viol=28
export IMPL_maxCapViolations=0
export IMPL_dieArea_um2=28400
export IMPL_clock_buffers=0
export IMPL_regArea_um2=0
export IMPL_instances_no_fill=1427
export IMPL_fmax_mhz=29.9
export IMPL_antenna_found_initial=1
export IMPL_rows=60
export IMPL_grt_pass1_vias=7213
export IMPL_initCoreUtil_pct=30.7
export IMPL_route_detailed_drc=0
export IMPL_die_height_um=169
export IMPL_ys_warn_count=4
export IMPL_critPathLaunchType="input pin"
export IMPL_top_cell_area_share_pct=30.3
export IMPL_crit_path_end_kind="primary output"
export IMPL_die_x_um=169
export IMPL_power_leakage_uw=0.00502
export IMPL_avgSynthCellArea_um2=9.65
export IMPL_setup_tns_ns=-128.24
export IMPL_seq_cells=0
export IMPL_postLayoutCellArea_um2=11200
export IMPL_slowest_delay_ns=0.53
export IMPL_p_int_uw=125
export IMPL_warnings=100
export IMPL_grt_pass1_wl_mm=38.4
export IMPL_hold_viol=0
export IMPL_crit_arrival_ns=28.45
export IMPL_pin_count=199
export IMPL_cp_max_fo=2
export IMPL_comb_power_share_pct=100.0
export IMPL_pwr_share_clk_pct=0
export IMPL_dp_cells=1420
export IMPL_area_growth_pct=35.0
export IMPL_ant_nets=0
export IMPL_drive_gt1_share_pct=26.9
export IMPL_ys_chip_area_um2=8330
export IMPL_fin_crit_ns=33.45
export IMPL_detail_route_first_pass_iterations=4
export IMPL_slew_viol_final=0
export IMPL_seqPwrFrac_pct=0
export IMPL_swShare_pct=45.8
export IMPL_fin_ws_ns=-8.45
export IMPL_switching_power_uw=105
export IMPL_dpl_hpwl_mm=19.1
export IMPL_gp_congestion=0.838
export IMPL_port_buffers=199
export IMPL_grt_ovfl_total=0
export IMPL_vias_per_cell=4.80
export IMPL_worstSetupPathType="input pin to primary output"
export IMPL_num_vias=6854
export IMPL_finalCritPeriodShare_pct=134
export IMPL_ys_types=26
export IMPL_powerDensity_nw_per_um2=20.4
export IMPL_critPathRequiredTime_ns=20.00
export IMPL_core_area_um2=27100
==> per-stage QoR <==
step / power [µW] / setup slack [ns] / hold WS, ns / util (%)
global placement: 226 / -9.41 / 11.03 / 41.2
global route: 261 / -9.15 / 11.00 / 41.5
CTS: 232 / -8.76 / 10.95 / 41.4
detailed placement: 228 / -9.48 / 11.03 / 41.2
finish: 230 / -8.45 / 10.96 / 41.5
floorplan: 133 / -7.43 / 10.23 / -
==> placed cells by master, fill, tap and decap left out, drive strengths merged <==
cell type | netlist | final
a211o | 1 | 1
a211oi | 1 | 1
a21oi | 1 | 1
buf | 96 | 143
clkbuf | 25 | 5
clkdlybuf4s50 | 0 | 162
diode | 0 | 1
dlygate4sd2 | 0 | 1
dlymetal6s2s | 0 | 1
fa | 126 | 126
ha | 129 | 129
inv | 129 | 129
mux2i | 127 | 127
nand2 | 4 | 4
nand2b | 2 | 2
nand4 | 4 | 4
nor2 | 13 | 13
nor4 | 17 | 17
o21a | 57 | 57
o21ai | 3 | 3
o221ai | 63 | 63
o22ai | 57 | 57
o31a | 6 | 6
xnor2 | 1 | 1
xor2 | 1 | 1
==> cells by family (layout without fill, tap and decap cells) <==
kind of cell	Yosys count	count (layout)	synth area share, %
AND-OR/OR-AND	189	189	17.1
buffers and inverters	250	441	15.2
AND/OR/NAND/NOR	40	40	2.60
adder cells (fa/ha/maj)	255	255	49.7
other	0	1	0
multiplexers	127	127	15.3
XOR/XNOR	2	2	0.210
==> cell type report <==
class                      instances  area [µm²]
antenna                            1        2.50
fill                            2567       15900
inverter                         129         497
multi-input combinational        613        7420
tap                              372         465
timing repair buffer             312        2870
==> cells in the mapped netlist <==
cell and n:
ha_1 129, inv_1 129, mux2i_1 127, fa_1 126
buf_4 67, o221ai_1 63, o21a_1 57, o22ai_1 57
clkbuf_1 25, buf_2 16, nor4_1 16, nor2_1 13
buf_6 7, buf_1 6, o31a_1 6, nand4_1 4
nand2_1 3, o21ai_0 3, nand2b_1 2, a211o_1 1
a211oi_1 1, a21oi_1 1, nand2_2 1, nor4_2 1
xnor2_1 1, xor2_1 1
==> worst max-delay path, delay by kind of cell <==
kind | cells | cell delay (ns)
AND/OR/NAND/NOR | 3 | 0.49
buffers and inverters | 3 | 0.29
AND-OR/OR-AND | 2 | 0.34
adder cells (fa/ha/maj) | 64 | 22.26
==> what timing repair did <==
item,CTS,global route
endpoints found under the setup margin,30,30
hold buffers,0,0
pin swaps,19,9
resized,112,32
setup buffers,25,9
==> final timing paths <==
path	start	end	depth (start not counted)
setup / recovery	A[0]	zero	72
hold / removal	cntrl[0]	zero	7
==> per-layer routing <==
layer	wire length (µm)	vias up	global-route usage, %
li1	-	3363	-
met1	10900	3324	25.2
met2	11700	161	29.9
met3	1130	6	2.50
met4	119	0	0.711
met5	0	-	0
==> power by group through the flow <==
stage	registers [µW]	logic [µW]	clock network [µW]
global route	0	261	0
CTS	0	232	0
finish	0	230	0.00000536
No activity file was given, so power comes from the tool's default toggle rates.

==> /design/flow/design.v <==
module D_FF (q, d, reset, clk);
output reg q;
input d, reset, clk;
always_ff @(posedge clk)
if (reset)
q <= 0;  
else
q <= d;  
endmodule 
`timescale 1ns/10ps
module Decoder (regwrite, wraddr, wren);
	input logic regwrite;
	input logic [4:0] wraddr;
	output logic [31:0] wren;
	logic [3:0] enables;
	decoder2to4 dec1 (regwrite, wraddr[4:3], enables);
	decoder3to8 findec1 (enables[0], wraddr[2:0], wren[7:0]);
	decoder3to8 findec2 (enables[1], wraddr[2:0], wren[15:8]);
	decoder3to8 findec3 (enables[2], wraddr[2:0], wren[23:16]);
	decoder3to8 findec4 (enables[3], wraddr[2:0], wren[31:24]);
endmodule  
`timescale 1ns/10ps
module Reg (clk, wren, datain, dataout);
	input logic clk;
	input logic wren;
	input logic [63:0] datain;
	output logic [63:0] dataout;
	logic nwr;
	logic [63:0] datanew, dataold, datafinal;
	not #0.05 (nwr, wren);
	genvar i;
	generate 
		for(i=0; i<64; i++) begin : eachdata
			and #0.05 (datanew[i], datain[i], wren);
			and #0.05 (dataold[i], dataout[i], nwr);
			or #0.05 (datafinal[i], datanew[i], dataold[i]);
			D_FF dff_thing (dataout[i], datafinal[i], 1'b0, clk);
		end
	endgenerate
endmodule  
`timescale 1ns/10ps
module decoder2to4 (regwrite, wraddr, wren);
	input logic regwrite;
	input logic [1:0] wraddr;
	output logic [3:0] wren;
	logic [1:0] nwa;
	not #0.05 (nwa[0], wraddr[0]);
	not #0.05 (nwa[1], wraddr[1]);
	and #0.05 (wren[0], nwa[1], nwa[0], regwrite);
	and #0.05 (wren[1], nwa[1], wraddr[0], regwrite);
	and #0.05 (wren[2], wraddr[1], nwa[0], regwrite);
	and #0.05 (wren[3], wraddr[1], wraddr[0], regwrite);
endmodule  
`timescale 1ns/10ps
module decoder3to8 (regwrite, wraddr, wren);
	input logic regwrite;
	input logic [2:0] wraddr;
	output logic [7:0] wren;
	logic [2:0] nwa;
	not #0.05 (nwa[0], wraddr[0]);
	not #0.05 (nwa[1], wraddr[1]);
	not #0.05 (nwa[2], wraddr[2]);
	and #0.05 (wren[0], nwa[2], nwa[1], nwa[0], regwrite);
	and #0.05 (wren[1], nwa[2], nwa[1], wraddr[0], regwrite);
	and #0.05 (wren[2], nwa[2], wraddr[1], nwa[0], regwrite);
	and #0.05 (wren[3], nwa[2], wraddr[1], wraddr[0], regwrite);
	and #0.05 (wren[4], wraddr[2], nwa[1], nwa[0], regwrite);
	and #0.05 (wren[5], wraddr[2], nwa[1], wraddr[0], regwrite);
	and #0.05 (wren[6], wraddr[2], wraddr[1], nwa[0], regwrite);
	and #0.05 (wren[7], wraddr[2], wraddr[1], wraddr[0], regwrite);
endmodule  
`timescale 1ns/10ps
module mux2to1 (data1, data2, readreg, dataout);
	input logic data1, data2;
	input logic readreg;
	output dataout;
	logic notreadreg;
	logic a, b;
	not #0.05 (notreadreg, readreg);
	and #0.05 (a, notreadreg, data1);
	and #0.05 (b, readreg, data2);
	or #0.05 (dataout, a, b);
endmodule  
`timescale 1ns/10ps
module mux32to1 (datain, dataout, regselect);
	input logic [31:0] datain;
	input logic [4:0] regselect;
	output logic dataout;
	logic [15:0] data1;
	logic [7:0] data2;
	logic [3:0] data3;
	logic [1:0] data4;
	genvar i;
	genvar j;
	generate
		for(i=0; i<32; i=i+2) begin : eachMux1
			mux2to1 mux2a (datain[i], datain[i+1], regselect[0], data1[i/2]);
		end
	endgenerate
	generate
		for(i=0; i<16; i=i+2) begin : eachMux2
			mux2to1 mux2b (data1[i], data1[i+1], regselect[1], data2[i/2]);
		end
	endgenerate
	generate
		for(i=0; i<8; i=i+2) begin : eachMux3
			mux2to1 mux2c (data2[i], data2[i+1], regselect[2], data3[i/2]);
		end
	endgenerate
	generate
		for(i=0; i<4; i=i+2) begin : eachMux4
			mux2to1 mux2d (data3[i], data3[i+1], regselect[3], data4[i/2]);
		end
	endgenerate
	mux2to1 mux2e (data4[0], data4[1], regselect[4], dataout);
endmodule  
`timescale 1ns/10ps
module regfile (clk, RegWrite, WriteRegister, WriteData, ReadRegister1, 
					  ReadRegister2, ReadData1, ReadData2);
	input logic clk, RegWrite;
	input logic [4:0] WriteRegister, ReadRegister1, ReadRegister2;
	input logic [63:0] WriteData;
	output logic [63:0] ReadData1, ReadData2;
	logic [31:0] WriteEnable;
	logic [31:0][63:0] DataOut;
	logic [63:0][31:0] DataBit;
	Decoder decoder (RegWrite, WriteRegister, WriteEnable);
	genvar i;
	genvar l;
	generate 
		for(i=0; i<31; i++) begin : eachRegister
			Reg reg1 (clk, WriteEnable[i], WriteData, DataOut[i]);
		end
	endgenerate
	Reg reg31 (clk, 1, 64'b0, DataOut[31]);
	genvar r;
	genvar m;
	generate
		for(r=0; r<32; r++) begin : eachSwitch
			for(m=0; m<64; m++) begin :eachLoad
				assign DataBit[m][r] = DataOut[r][m];
			end
		end
	endgenerate
	genvar j;
	genvar k;
	generate
		for(j=0; j<64; j++) begin : eachMux
			mux32to1 mux1 (DataBit[j], ReadData1[j], ReadRegister1);
			mux32to1 mux2 (DataBit[j], ReadData2[j], ReadRegister2);
		end
	endgenerate
endmodule  
==> /design/flow/run.sh <==
#!/bin/bash
# OpenROAD 26Q1-2900-gdf79404cd8, Yosys 0.63+post, stock flow scripts
make -C /OpenROAD-flow-scripts/flow DESIGN_CONFIG=/design/flow/config.mk WORK_HOME=/design/flow/orfs finish
==> /design/flow/config.mk <==
export PLATFORM = sky130hd
export DESIGN_NAME = regfile
export DESIGN_NICKNAME = regfile
export VERILOG_FILES = /design/flow/design.v
export SDC_FILE = /design/flow/constraint.sdc
export NUM_CORES = 4
export LEC_CHECK = 1
export CORE_UTILIZATION = 30
==> /design/flow/constraint.sdc <==
current_design regfile

set clk_period 8.0
set clk_io_pct 0.2

create_clock -name clk0 -period $clk_period [get_ports {clk}]

set non_clock_inputs [all_inputs -no_clocks]
set_input_delay [expr $clk_period * $clk_io_pct] -clock clk0 $non_clock_inputs
set_output_delay [expr $clk_period * $clk_io_pct] -clock clk0 [all_outputs]
==> impl_metrics.yaml <==
# generated from flow reports
cells_and_area:
  final_cell_mix: "edfxtp_1 (1,984), mux4_2 (767), mux2_2 (315)"
  lay_top_count: "edfxtp_1"
  fillCellCount: 28180
  syn_to_final_growth_pct: 14.48
  logic_area_um2: 30420
  final_core_util_pct: 34.57
  regArea_um2: 59580
  layout-drive-gt1-share_pct: 31.24
final_timing:
  slew_violations: 0
  hold_violations: 0
  slew_headroom_pct: 27.87
  post-route-period-util_pct: 82.74
  min_period_ns: 6.619
  rsz0062_at_grt: "false"
  fin_tns_setup_ns: 0
  tightest_slew_ns: 1.078
  fmax_mhz: 151.1
  setup_viol: 0
global_route:
  grtUsageTotal_pct: 20.25
  grt_max_degree: 101
  antenna_found_initial: 21
  grt_pass1_vias: 58460
  grt_overflow: 0
  grt_pass1_wl_um: 416400
synth:
  synth_cell_types: 37
  top_area_cell: "edfxtp_1"
  ys_seq_elements: 1984
  avgSynthCellArea_um2: 18.65
  top_cells_by_area: "edfxtp_1 (64%), mux4_2 (19%), mux2_2 (3.8%)"
  edf_count: 1984
  syn_area_um2: 92500
  top_cell_area_share_pct: 64.41
  ys_cells: 4960
  synth-async-reset-ratio_pct: 0
  yosys_area_um2: 92500
  yosysWarnings: 2
  post_synth_inst_count: 4960
  ys_seq_share_pct: 64.41
  ff_type: "edfxtp_1"
floorplanning:
  initial_core_util_pct: 30.20
  core-area_um2: 306300
  die_x_um: 557.3
  ios: 209
  dieArea_um2: 310600
  core.rowCount: 203
  fp.dieH_um: 557.3
worst_setup_path:
  cp-start-kind: "input port"
  required_ns: 6.40
  crit_cells: 8
  cpMaxStageDelayCell: "nor4_2"
  cp_common_cell: "buf_4"
  cp-end-kind: "output port"
  cp.buffers_inverters: 4
  crit_fanout: 28
  cpPeakStageDelay_ns: 0.76
  cp_cell_sequence: "buf_6 > buf_4 > buf_4 > mux4_2 > nor2b_1 > a211oi_1 > nor4_2 > clkdlybuf4s50_1"
  critPathKind: "input port to output port"
  cp.arrival_ns: 5.02
  cpLargestDelayFamily: "buffers and inverters"
route:
  ant_nets: 0
  drc: 0
  routed_via_density: 5.586
  wl_um: 293300
  dr.pass1.iters: 5
  vias: 52150
  drt_iter0_markers: 3526
  wl_per_cell_um: 31.42
clock_tree:
  h-tree-depth: 4
  cts_hold_buf: 0
  clk_pin_slew_ns: 0.06
  cts_made_buffers: 206
  tritoncts: "built"
  clk_path_buf_depth: 3
  cts_sinks: 1984
  cts_setup_buffers: 0
  clock-root-buffer: "clkbuf_16"
  ctsResizeCount: 0
power_and_ir_drop:
  power.total_mw: 22.94
  ir_drop_mv: 0.2182
  leakagePower_nw: 32.36
  p_per_area_nw_per_um2: 216.6
outcome:
  status: "completed"
worst_hold_path:
  hp-start: "WriteData[23]"
  hold_class: "input port to register"
  min_path_cells: 2
placement:
  port_buffers: 208
  finalWeightedCongestion: 0.8786
  hpwl_um: 169700
job:
  tool_warnings: 29
  drv_cap: 0
==> cell type report <==
type,instances,share of cell area (%)
Multi-Input combinational cell,2445,28.73
Sequential cell,1984,56.26
Timing Repair Buffer,426,4.058
Tap cell,4100,4.844
Antenna cell,9,0.02127
Clock inverter,118,0.9913
Clock buffer,254,5.098
==> logic make-up after synthesis <==
kind of cell | after synthesis | share of synthesized area (%)
multiplexers | 1213 | 23.93
AND/OR/NAND/NOR | 461 | 2.501
AND-OR/OR-AND | 771 | 6.073
buffers and inverters | 531 | 3.095
flip-flops | 1984 | 64.41
==> layer usage <==
metal | track usage, % | vias to the layer above | routed length, um
li1 | - | 21300 | -
met1 | 20.56 | 26350 | 88970
met2 | 30.90 | 3837 | 138600
met3 | 16.06 | 646 | 51640
met4 | 7.291 | 18 | 13770
met5 | 1.575 | - | 336
==> worst max path at each step <==
stage                 slack, ns        startpoint             to
final                      1.38  ReadRegister1[2]  ReadData1[22]
after global routing       1.32  ReadRegister1[3]   ReadData1[0]
after CTS                  1.39  ReadRegister1[2]  ReadData1[22]
==> report_power, final <==
part,switching [mW],internal [mW]
Combinational,1.18,0.904
Clock,4.04,5.19
Sequential,0.0514,11.6
==> through the flow <==
step	cell area, um^2	instances	hold WS (ns)	setup slack [ns]
floorplan	92500	4960	1.699	2.578
global placement	99420	8955	2.418	0.8408
detailed placement	99430	8955	2.415	1.409
CTS	105900	9327	1.488	1.393
global route	105900	9331	1.538	1.325
finish	105900	9336	1.548	1.381
==> synthesized netlist by cell type, types with 3 or more instances <==
cell type     n
a2111o_1     63
a211oi_1    193
a21oi_1      65
a22oi_1      63
a2bb2oi_1    64
buf_1        45
buf_2        98
buf_4       173
buf_6        13
clkbuf_1    202
edfxtp_1   1984
mux2_2      315
mux2i_1     131
mux4_2      767
nand2_1      74
nand2b_1      5
nand3b_1     11
nor2_1       99
nor2b_1     135
nor3_1      124
o21ai_0      68
o22ai_1     188
o2bb2ai_1    58
or3_1         3

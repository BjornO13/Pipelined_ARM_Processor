## config.mk

```make
export PLATFORM = sky130hd
export DESIGN_NAME = forwarding_unit
export DESIGN_NICKNAME = forwarding_unit
export VERILOG_FILES = /design/flow/design.v
export SDC_FILE = /design/flow/constraint.sdc
export NUM_CORES = 4
export LEC_CHECK = 1
export CORE_AREA = 10 10 108 108
export DIE_AREA = 0 0 118 118
```

## constraint.sdc

```tcl
current_design forwarding_unit

set clk_period 5.1
set clk_io_pct 0.2

create_clock -name clk0 -period $clk_period [get_ports {clk}]

set non_clock_inputs [all_inputs -no_clocks]
set_input_delay [expr $clk_period * $clk_io_pct] -clock clk0 $non_clock_inputs
set_output_delay [expr $clk_period * $clk_io_pct] -clock clk0 [all_outputs]
```

## design.v

```verilog
module forwarding_unit (clk, instruction, Rd, Rm, Rn, Rdrf, Rmrf, Rnrf, RdE, RmE, RnE, 
							   WARrn, WARrm, WARmulrn, WARmulrm);
	input logic clk;
	input logic [31:0] instruction;						
	input logic [4:0] Rd, Rm, Rn, Rdrf, Rmrf, Rnrf, RdE, RmE, RnE;
	output logic [1:0] WARrm, WARrn, WARmulrm, WARmulrn;
	logic [31:0] instructionE;
	always_ff @(posedge clk) begin
		instructionE <= instruction;
	end
	logic [1:0] zeroD;
	logic [20:16] zeroRm;
	logic [5:0] shamt;
	logic [4:0] codeLT;	
	logic [5:0] opcodeB;
	logic [7:0] opcodeCB;
	logic [9:0] opcodeI;
	logic [10:0] opcodeR;
	logic [10:0] opcodeD;
	logic [1:0] zeroDE;
	logic [20:16] zeroRmE;
	logic [5:0] shamtE;
	logic [4:0] codeLTE;	
	logic [5:0] opcodeBE;
	logic [7:0] opcodeCBE;
	logic [9:0] opcodeIE;
	logic [10:0] opcodeRE;
	logic [10:0] opcodeDE; 
	assign zeroD = instruction[11:10];  
	assign zeroRm = instruction[20:16];  
	assign shamt = instruction[15:10];  
	assign codeLT = instruction[4:0]; 
	assign opcodeB = instruction[31:26];
	assign opcodeCB = instruction[31:24];
	assign opcodeI = instruction[31:22];
	assign opcodeR = instruction[31:21];
	assign opcodeD = instruction[31:21];
	assign zeroDE = instructionE[11:10];  
	assign zeroRmE = instructionE[20:16];  
	assign shamtE = instructionE[15:10];  
	assign codeLTE = instructionE[4:0]; 
	assign opcodeBE = instructionE[31:26];
	assign opcodeCBE = instructionE[31:24];
	assign opcodeIE = instructionE[31:22];
	assign opcodeRE = instructionE[31:21];
	assign opcodeDE = instructionE[31:21];
	always_comb begin
		if (opcodeI == 10'b1001000100) begin
			if ((Rdrf == 5'b11111 && Rn == 5'b11111) || (RdE == 5'b11111 && Rn == 5'b11111))
				WARrn = 2'b00;
			else if ((opcodeDE == 11'b11111000000) && (zeroDE == 2'b00)) begin
				if (RdE == Rn)
					WARrn = 2'b10;
				else 
					WARrn = 2'b00;
			end
			else begin
				if (Rdrf == Rn) begin
					if ((opcodeRE == 11'b11010011011) && (zeroRmE == 5'b00000) ||
						(opcodeRE == 11'b11010011010) && (zeroRmE == 5'b00000) || 
						(opcodeRE == 11'b10011011000) && (shamtE == 6'h1F)) 
						WARrn = 2'b11;
					else
						WARrn = 2'b01;
				end
				else if (RdE == Rn)
					WARrn = 2'b10;
				else
					WARrn = 2'b00;
			end
			if ((Rdrf == 5'b11111 && Rm == 5'b11111) || (RdE == 5'b11111 && Rm == 5'b11111))
				WARrm = 2'b00;
			else if ((opcodeDE == 11'b11111000000) && (zeroDE == 2'b00)) begin
				if (RdE == Rm)
					WARrm = 2'b10;
				else 
					WARrm = 2'b00;
			end
			else begin
				if (Rdrf == Rm) begin
					if ((opcodeRE == 11'b11010011011) && (zeroRmE == 5'b00000) ||
						(opcodeRE == 11'b11010011010) && (zeroRmE == 5'b00000) || 
						(opcodeRE == 11'b10011011000) && (shamtE == 6'h1F)) 
						WARrm = 2'b11;
					else
						WARrm = 2'b01;
				end
				else if (RdE == Rm)
					WARrm = 2'b10;
				else
					WARrm = 2'b00;
			end
		end
		else if ((opcodeR == 11'b10101011000) && (shamt == 6'b000000)) begin
			if ((Rdrf == 5'b11111 && Rn == 5'b11111) || (RdE == 5'b11111 && Rn == 5'b11111))
				WARrn = 2'b00;
			else if ((opcodeDE == 11'b11111000000) && (zeroDE == 2'b00)) begin
				if (RdE == Rn)
					WARrn = 2'b10;
				else 
					WARrn = 2'b00;
			end
			else begin
				if (Rdrf == Rn) begin
					if ((opcodeRE == 11'b11010011011) && (zeroRmE == 5'b00000) ||
						(opcodeRE == 11'b11010011010) && (zeroRmE == 5'b00000) || 
						(opcodeRE == 11'b10011011000) && (shamtE == 6'h1F)) 
						WARrn = 2'b11;
					else
						WARrn = 2'b01;
				end
				else if (RdE == Rn)
					WARrn = 2'b10;
				else
					WARrn = 2'b00;
			end
			if ((Rdrf == 5'b11111 && Rm == 5'b11111) || (RdE == 5'b11111 && Rm == 5'b11111))
				WARrm = 2'b00;
			else if ((opcodeDE == 11'b11111000000) && (zeroDE == 2'b00)) begin
				if (RdE == Rm)
					WARrm = 2'b10;
				else 
					WARrm = 2'b00;
			end
			else begin
				if (Rdrf == Rm) begin
					if ((opcodeRE == 11'b11010011011) && (zeroRmE == 5'b00000) ||
						(opcodeRE == 11'b11010011010) && (zeroRmE == 5'b00000) || 
						(opcodeRE == 11'b10011011000) && (shamtE == 6'h1F)) 
						WARrm = 2'b11;
					else
						WARrm = 2'b01;
				end
				else if (RdE == Rm)
					WARrm = 2'b10;
				else
					WARrm = 2'b00;
			end
		end
		else if (opcodeB == 6'b000101) begin
			WARrn = 2'b00;
			WARrm = 2'b00;
		end
		else if ((opcodeCB == 8'b01010100) && (codeLT == 5'b01011)) begin
			WARrn = 2'b00;
			WARrm = 2'b00;
		end
		else if (opcodeCB == 8'b10110100) begin
			WARrn = 2'b00;
			if ((Rdrf == 5'b11111) && (Rd == 5'b11111))
				WARrm = 2'b00;
			else if (Rdrf == Rd) begin
				   if ((opcodeRE == 11'b11010011011) && (zeroRmE == 5'b00000) ||
						(opcodeRE == 11'b11010011010) && (zeroRmE == 5'b00000) || 
						(opcodeRE == 11'b10011011000) && (shamtE == 6'h1F)) 
						WARrm = 2'b11;
					else
						WARrm = 2'b01;
			end
			else if (RdE == Rd)
				WARrm = 2'b10;
			else
				WARrm = 2'b00;
		end
		else if ((opcodeD == 11'b11111000010) && (zeroD == 2'b00)) begin
			if ((Rdrf == 5'b11111 && Rn == 5'b11111) || (RdE == 5'b11111 && Rn == 5'b11111))
				WARrn = 2'b00;
			else if ((opcodeDE == 11'b11111000000) && (zeroDE == 2'b00)) begin
				if (RdE == Rn)
					WARrn = 2'b10;
				else 
					WARrn = 2'b00;
			end
			else begin
				if (Rdrf == Rn) begin
					if ((opcodeRE == 11'b11010011011) && (zeroRmE == 5'b00000) ||
						(opcodeRE == 11'b11010011010) && (zeroRmE == 5'b00000) || 
						(opcodeRE == 11'b10011011000) && (shamtE == 6'h1F)) 
						WARrn = 2'b11;
					else
						WARrn = 2'b01;
				end
				else if (RdE == Rn)
					WARrn = 2'b10;
				else
					WARrn = 2'b00;
			end
			if ((Rdrf == 5'b11111 && Rd == 5'b11111) || (RdE == 5'b11111 && Rd == 5'b11111))
				WARrm = 2'b00;
			else if ((opcodeDE == 11'b11111000000) && (zeroDE == 2'b00)) begin
				if (RdE == Rd)
					WARrm = 2'b10;
				else 
					WARrm = 2'b00;
			end
			else begin
				if (Rdrf == Rd) begin
					if ((opcodeRE == 11'b11010011011) && (zeroRmE == 5'b00000) ||
						(opcodeRE == 11'b11010011010) && (zeroRmE == 5'b00000) || 
						(opcodeRE == 11'b10011011000) && (shamtE == 6'h1F)) 
						WARrm = 2'b11;
					else
						WARrm = 2'b01;
				end
				else if (RdE == Rd)
					WARrm = 2'b10;
				else
					WARrm = 2'b00;
			end
		end
		else if ((opcodeR == 11'b11010011011) && (zeroRm == 5'b00000)) begin
			if ((Rdrf == 5'b11111 && Rn == 5'b11111) || (RdE == 5'b11111 && Rn == 5'b11111))
				WARrn = 2'b00;
			else if ((opcodeDE == 11'b11111000000) && (zeroDE == 2'b00)) begin
				if (RdE == Rn)
					WARrn = 2'b10;
				else 
					WARrn = 2'b00;
			end
			else begin
				if (Rdrf == Rn) begin
					if ((opcodeRE == 11'b11010011011) && (zeroRmE == 5'b00000) ||
						(opcodeRE == 11'b11010011010) && (zeroRmE == 5'b00000) || 
						(opcodeRE == 11'b10011011000) && (shamtE == 6'h1F)) 
						WARrn = 2'b11;
					else
						WARrn = 2'b01;
				end
				else if (RdE == Rn)
					WARrn = 2'b10;
				else
					WARrn = 2'b00;
			end
			if ((Rdrf == 5'b11111 && Rm == 5'b11111) || (RdE == 5'b11111 && Rm == 5'b11111))
				WARrm = 2'b00;
			else if ((opcodeDE == 11'b11111000000) && (zeroDE == 2'b00)) begin
				if (RdE == Rm)
					WARrm = 2'b10;
				else 
					WARrm = 2'b00;
			end
			else begin
				if (Rdrf == Rm) begin
					if ((opcodeRE == 11'b11010011011) && (zeroRmE == 5'b00000) ||
						(opcodeRE == 11'b11010011010) && (zeroRmE == 5'b00000) || 
						(opcodeRE == 11'b10011011000) && (shamtE == 6'h1F)) 
						WARrm = 2'b11;
					else
						WARrm = 2'b01;
				end
				else if (RdE == Rm)
					WARrm = 2'b10;
				else
					WARrm = 2'b00;
			end
		end
		else if ((opcodeR == 11'b11010011010) && (zeroRm == 5'b00000)) begin
			if ((Rdrf == 5'b11111 && Rn == 5'b11111) || (RdE == 5'b11111 && Rn == 5'b11111))
				WARrn = 2'b00;
			else if ((opcodeDE == 11'b11111000000) && (zeroDE == 2'b00)) begin
				if (RdE == Rn)
					WARrn = 2'b10;
				else 
					WARrn = 2'b00;
			end
			else begin
				if (Rdrf == Rn) begin
					if ((opcodeRE == 11'b11010011011) && (zeroRmE == 5'b00000) ||
						(opcodeRE == 11'b11010011010) && (zeroRmE == 5'b00000) || 
						(opcodeRE == 11'b10011011000) && (shamtE == 6'h1F)) 
						WARrn = 2'b11;
					else
						WARrn = 2'b01;
				end
				else if (RdE == Rn)
					WARrn = 2'b10;
				else
					WARrn = 2'b00;
			end
			if ((Rdrf == 5'b11111 && Rm == 5'b11111) || (RdE == 5'b11111 && Rm == 5'b11111))
				WARrm = 2'b00;
			else if ((opcodeDE == 11'b11111000000) && (zeroDE == 2'b00)) begin
				if (RdE == Rm)
					WARrm = 2'b10;
				else 
					WARrm = 2'b00;
			end
			else begin
				if (Rdrf == Rm) begin
					if ((opcodeRE == 11'b11010011011) && (zeroRmE == 5'b00000) ||
						(opcodeRE == 11'b11010011010) && (zeroRmE == 5'b00000) || 
						(opcodeRE == 11'b10011011000) && (shamtE == 6'h1F)) 
						WARrm = 2'b11;
					else
						WARrm = 2'b01;
				end
				else if (RdE == Rm)
					WARrm = 2'b10;
				else
					WARrm = 2'b00;
			end
		end
		else if ((opcodeR == 11'b10011011000) && (shamt == 6'h1F)) begin
			if ((Rdrf == 5'b11111 && Rn == 5'b11111) || (RdE == 5'b11111 && Rn == 5'b11111))
				WARrn = 2'b00;
			else if ((opcodeDE == 11'b11111000000) && (zeroDE == 2'b00)) begin
				if (RdE == Rn)
					WARrn = 2'b10;
				else 
					WARrn = 2'b00;
			end
			else begin
				if (Rdrf == Rn) begin
					if ((opcodeRE == 11'b11010011011) && (zeroRmE == 5'b00000) ||
						(opcodeRE == 11'b11010011010) && (zeroRmE == 5'b00000) || 
						(opcodeRE == 11'b10011011000) && (shamtE == 6'h1F)) 
						WARrn = 2'b11;
					else
						WARrn = 2'b01;
				end
				else if (RdE == Rn)
					WARrn = 2'b10;
				else
					WARrn = 2'b00;
			end
			if ((Rdrf == 5'b11111 && Rm == 5'b11111) || (RdE == 5'b11111 && Rm == 5'b11111))
				WARrm = 2'b00;
			else if ((opcodeDE == 11'b11111000000) && (zeroDE == 2'b00)) begin
				if (RdE == Rm)
					WARrm = 2'b10;
				else 
					WARrm = 2'b00;
			end
			else begin
				if (Rdrf == Rm) begin
					if ((opcodeRE == 11'b11010011011) && (zeroRmE == 5'b00000) ||
						(opcodeRE == 11'b11010011010) && (zeroRmE == 5'b00000) || 
						(opcodeRE == 11'b10011011000) && (shamtE == 6'h1F)) 
						WARrm = 2'b11;
					else
						WARrm = 2'b01;
				end
				else if (RdE == Rm)
					WARrm = 2'b10;
				else
					WARrm = 2'b00;
			end
		end
		else if ((opcodeD == 11'b11111000000) && (zeroD == 2'b00)) begin
			if ((Rdrf == 5'b11111 && Rn == 5'b11111) || (RdE == 5'b11111 && Rn == 5'b11111))
				WARrn = 2'b00;
			else if ((opcodeDE == 11'b11111000000) && (zeroDE == 2'b00)) begin
				if (RdE == Rn)
					WARrn = 2'b10;
				else 
					WARrn = 2'b00;
			end
			else begin
				if (Rdrf == Rn) begin
					if ((opcodeRE == 11'b11010011011) && (zeroRmE == 5'b00000) ||
						(opcodeRE == 11'b11010011010) && (zeroRmE == 5'b00000) || 
						(opcodeRE == 11'b10011011000) && (shamtE == 6'h1F)) 
						WARrn = 2'b11;
					else
						WARrn = 2'b01;
				end
				else if (RdE == Rn)
					WARrn = 2'b10;
				else
					WARrn = 2'b00;
			end
			if ((Rdrf == 5'b11111 && Rd == 5'b11111) || (RdE == 5'b11111 && Rd == 5'b11111))
				WARrm = 2'b00;
			else if ((opcodeDE == 11'b11111000000) && (zeroDE == 2'b00)) begin
				if (RdE == Rd)
					WARrm = 2'b10;
				else 
					WARrm = 2'b00;
			end
			else begin
				if (Rdrf == Rd) begin
					if ((opcodeRE == 11'b11010011011) && (zeroRmE == 5'b00000) ||
						(opcodeRE == 11'b11010011010) && (zeroRmE == 5'b00000) || 
						(opcodeRE == 11'b10011011000) && (shamtE == 6'h1F)) 
						WARrm = 2'b11;
					else
						WARrm = 2'b01;
				end
				else if (RdE == Rd)
					WARrm = 2'b10;
				else
					WARrm = 2'b00;
			end
		end
		else if ((opcodeR == 11'b11101011000) && (shamt == 6'b000000)) begin
			if ((Rdrf == 5'b11111 && Rn == 5'b11111) || (RdE == 5'b11111 && Rn == 5'b11111))
				WARrn = 2'b00;
			else if ((opcodeDE == 11'b11111000000) && (zeroDE == 2'b00)) begin
				if (RdE == Rn)
					WARrn = 2'b10;
				else 
					WARrn = 2'b00;
			end
			else begin
				if (Rdrf == Rn) begin
					if ((opcodeRE == 11'b11010011011) && (zeroRmE == 5'b00000) ||
						(opcodeRE == 11'b11010011010) && (zeroRmE == 5'b00000) || 
						(opcodeRE == 11'b10011011000) && (shamtE == 6'h1F)) 
						WARrn = 2'b11;
					else
						WARrn = 2'b01;
				end
				else if (RdE == Rn)
					WARrn = 2'b10;
				else
					WARrn = 2'b00;
			end
			if ((Rdrf == 5'b11111 && Rm == 5'b11111) || (RdE == 5'b11111 && Rm == 5'b11111))
				WARrm = 2'b00;
			else if ((opcodeDE == 11'b11111000000) && (zeroDE == 2'b00)) begin
				if (RdE == Rm)
					WARrm = 2'b10;
				else 
					WARrm = 2'b00;
			end
			else begin
				if (Rdrf == Rm) begin
					if ((opcodeRE == 11'b11010011011) && (zeroRmE == 5'b00000) ||
						(opcodeRE == 11'b11010011010) && (zeroRmE == 5'b00000) || 
						(opcodeRE == 11'b10011011000) && (shamtE == 6'h1F)) 
						WARrm = 2'b11;
					else
						WARrm = 2'b01;
				end
				else if (RdE == Rm)
					WARrm = 2'b10;
				else
					WARrm = 2'b00;
			end
		end
		else begin
			WARrn = 2'b00;
			WARrm = 2'b00;
		end
	end
endmodule
```

## run.sh

```bash
#!/bin/bash
# OpenROAD 26Q1-2900-gdf79404cd8, Yosys 0.63+post, stock flow scripts
make -C /OpenROAD-flow-scripts/flow DESIGN_CONFIG=/design/flow/config.mk WORK_HOME=/design/flow/orfs finish
```

==> out/results.tsv <==
metric	value	unit
post-route core utilization	21.3	%
DP HPWL	3.74	mm
RSZ-0062 raised after global routing	no	
Yosys chip area	0.00128	sq mm
maximum clock path buffer count	2	
maximum VDD drop	76.5	uV
fill count	1031	
total congestion overflow	0	
DRC	0	
Most used DFF post-synth	dfxtp_1	
max reg flops	22	
Inserted Diodes	0	
CTS tree	done	
Synth Cell Area	0.00128	sq mm
Hold Path Class	input pin to flip-flop	
post_cts resized	0	
Synth logic family	simple AND/OR/NAND/NOR gates	
I/O pin count	86	
area fraction in compound gates	10.2	%
GRT Util Overall	5.73	%
hold buffers post-CTS	0	
Yosys cell types	38	
synth warn	5	
area leader, netlist	dfxtp_1	
number of enable flip-flop cells	0	
Simple-Gate Area Share	29.0	%
Max Transition Viols Final	0	
Avg WL per Cell	13.3	um
Top reg by flops	instructionE	
biggest area cells	dfxtp_1, xor2_1, xnor2_1	
fin crit share	85.7	%
number of global-route vias before repair	1270	
DIE AREA	0.0139	sq mm
Vias/cell	3.63	
critical path class	input pin to primary output	
CP max stage cell	clkdlybuf4s50_1	
Log Warnings	55	
Pleak	0.672	nW
core box area	0.00928	sq mm
CTS Sinks	22	
crit path DAT	3350	ps
Die Width	118	um
Slowest Stage Delay on Critical Path	510	ps
CP most frequent cell	clkdlybuf4s50_1	
Port Buffers	51	
CTS buffer count	3	
remaining antenna violation count	0	
top-count cell post-synth	dfxtp_1	
FP Util	13.8	%
drt first-iter violations	34	
GPL Wtd Cong	0.820	
syn avg cell area	9.42	sq um
Area growth syn-to-layout	54.7	%
status	finished, final reports clean	
f_max	229	MHz
# Cells Yosys	136	
crit-path cells	clkdlybuf4s50_1 -> nor3b_2 -> nor4b_4 -> o2bb2ai_1 -> a41oi_1 -> a41o_1 -> o221ai_2 -> clkdlybuf4s50_1	
Post-synth mux share	2.44	%
post-layout min period	4370	ps
Max FO, Critical Path	4	
Top Family by Delay on Critical Path	buffers and inverters	
pwr dens	198	mW/mm^2
asr flop ratio synth	0	%
top cells by count	dfxtp_1, xor2_1, xnor2_1, nand3_1	
post-synthesis register bit count	22	
Crit. End Element	primary output	
Worst Hold Slack	1230	ps
worst path bufs/invs	2	
root buffer cell	clkbuf_8	
Hold Vio Cnt, Final	0	
TritonRoute pass-1 iters	4	
Power Total	0.392	mW
first-pass GRT wire length	6.43	mm
setup tns final	0	ps
share of layout cells above drive strength 1	7.45	%
max-cap violations	0	
postcts setup bufs	0	
Largest regs	instructionE x22	
Vias	1151	
Chip Height	118	um
final WL	4.20	mm
row count	35	
Synth Instances	136	
final setup violating endpoints	0	
Reg clk slew, reported paths	70	ps
Required @ worst endpoint	4080	ps
post-synthesis sequential area ratio	34.4	%
Synth Area in XOR/XNOR	20.5	%
Dominant cell area share	34.4	%
initial antenna violation count	0	
Adders+Majority by Area	0	%
H-tree depth	1	
largest net degree at the start of global routing	13	
Startpoint Class	input pin	
==> per-stage QoR <==
stage	worst slack, ps	cell area (sq um)	instances
global route	604	1980	317
detailed placement	701	1930	313
floorplan	2050	1290	139
finish	728	1980	317
CTS	699	1980	317
global placement	747	1930	313
==> cell usage in the layout, fill, tap and decap left out <==
master | synthesis | final
a41oi_1 | 2 | 2
nand4b_1 | 1 | 1
mux2_1 | 1 | 1
and3_2 | 2 | 2
and4b_1 | 1 | 1
a21oi_2 | 1 | 1
o21ai_0 | 1 | 1
a2111oi_4 | 1 | 1
nor4_1 | 3 | 3
nor3_1 | 7 | 7
clkdlybuf4s50_1 | 0 | 51
o2bb2ai_1 | 1 | 1
nor2_1 | 8 | 8
and4bb_1 | 1 | 1
nand3_1 | 10 | 10
xnor2_1 | 14 | 14
and2b_2 | 1 | 1
or3b_1 | 1 | 1
mux2i_1 | 2 | 2
clkbuf_8 | 0 | 4
nor4b_4 | 1 | 1
and3_1 | 3 | 3
xor2_1 | 16 | 16
nor4bb_1 | 1 | 1
nand4_1 | 6 | 6
o221ai_2 | 1 | 1
nor3b_2 | 2 | 2
a32o_1 | 1 | 1
dfxtp_1 | 22 | 22
a41o_1 | 1 | 1
a21oi_1 | 3 | 3
inv_1 | 1 | 1
nor3b_1 | 1 | 1
o22ai_2 | 1 | 1
nand2_1 | 8 | 8
conb_1 | 1 | 4
and4_1 | 1 | 1
nand2b_1 | 2 | 2
==> kinds of logic after synthesis <==
logic type      Yosys count
simple gates             60
xor+xnor                 30
flops                    22
compound gates           13
buf+inv                   7
mux                       3
other cells               1
==> layout make-up <==
cell class	instances	area, sq um	share of cell area [%]
clock buffers	4	55.1	2.78
well taps	129	161	8.14
multi-input cells	110	811	40.9
flip-flops and latches	22	440	22.2
repair buffers	51	510	25.8
inverters	1	3.75	0.189
==> final timing paths <==
| kind | endpoint | slack [ps] | cells after the start | from |
|---|---|---|---|---|
| setup / recovery | WARrm[1] | 730 | 8 | instruction[26] |
| hold / removal | instructionE[18]$_DFF_P_ | 1230 | 1 | instruction[18] |
==> where the power goes <==
part	total (mW)	internal [mW]	switching [mW]
combinational	0.0876	0.0517	0.0359
clock	0.120	0.0687	0.0516
sequential	0.184	0.181	0.00338
==> metal layers <==
metal  wire (um)  vias to the layer above  global-route usage (%)
met5           0                        -                       0
met4          35                        0                   0.541
met3         198                        2                    1.56
met2        2340                       22                    11.4
met1        1630                      537                    5.95
li1            -                      590                       -
Power is estimated from default activity; no workload was simulated.
